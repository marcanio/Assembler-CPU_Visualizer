==> design.v <==
module Video_Card(
  input wire Direct_Video_Map,
  input wire Register_View,
  input wire[7:0] Video_Input0,
  input wire[7:0] Video_Input1,
  input wire[7:0] Video_Input2,
  input wire[7:0] Video_Input3,
  input wire[7:0] Video_Input4,
  input wire[7:0] Video_Input5,
  input wire[7:0] Video_Input6,
  input wire[7:0] Video_Input7,
  input wire[7:0] REG_IN_A,
  input wire[7:0] REG_IN_B,
  input wire[7:0] REG_IN_C,
  input wire[7:0] REG_IN_D,
  output wire[6:0] Video_Output0,
  output wire[6:0] Video_Output1,
  output wire[6:0] Video_Output2,
  output wire[6:0] Video_Output3,
  output wire[6:0] Video_Output4,
  output wire[6:0] Video_Output5,
  output wire[6:0] Video_Output6,
  output wire[6:0] Video_Output7
  );
  wire[6:0] _6BitSevenSeg_0;
  wire[3:0] _3BitSevenSeg_0;
  wire[3:0] _3BitRegInD_0;
  assign _6BitSevenSeg_0 = Video_Input0[6:0];
  assign _3BitSevenSeg_0 = Video_Input0[3:0];
  assign _3BitRegInD_0 = REG_IN_D[3:0];
  wire[3:0] BusMuxResult_0;
  wire[6:0] SevenSegBusResult_0;
  _4WideBusMux BusMux0 (.dataAline(_3BitSevenSeg_0),. dataBline(_3BitRegInD_0), .Control(Register_View), .result(BusMuxResult_0));
  seven_seg_decoder_BUSOUT sevenBUSOUT0(.INARR(BusMuxResult_0), .OUTARR(SevenSegBusResult_0));
  _7WideBusMux SevenWideBus0(.dataa(_6BitSevenSeg_0), .datab(SevenSegBusResult_0), .control(~Direct_Video_Map), .result(Video_Output0));
  wire[6:0] _6BitSevenSeg_1;
  wire[3:0] _3BitSevenSeg_1;
  wire[3:0] _3BitRegInC;
  assign _6BitSevenSeg_1 = Video_Input1[6:0];
  assign _3BitSevenSeg_1 = Video_Input1[3:0];
  assign _3BitRegInC = REG_IN_C[3:0];
  wire[3:0] BusMuxResult_1;
  wire[6:0] SevenSegBusResult_1;
  _4WideBusMux BusMux1 (.dataAline(_3BitSevenSeg_1),. dataBline(_3BitRegInC), .Control(Register_View), .result(BusMuxResult_1));
  seven_seg_decoder_BUSOUT sevenBUSOUT1(.INARR(BusMuxResult_1), .OUTARR(SevenSegBusResult_1));
  _7WideBusMux SevenWideBus1(.dataa(_6BitSevenSeg_1), .datab(SevenSegBusResult_1), .control(~Direct_Video_Map), .result(Video_Output1));
  wire[6:0] _6BitSevenSeg_2;
  wire[3:0] _3BitSevenSeg_2;
  wire[3:0] _3BitRegInB;
  assign _6BitSevenSeg_2 = Video_Input2[6:0];
  assign _3BitSevenSeg_2 = Video_Input2[3:0];
  assign _3BitRegInB = REG_IN_B[3:0];
  wire[3:0] BusMuxResult_2;
  wire[6:0] SevenSegBusResult_2;
  _4WideBusMux BusMux2 (.dataAline(_3BitSevenSeg_2),. dataBline(_3BitRegInB), .Control(Register_View), .result(BusMuxResult_2));
  seven_seg_decoder_BUSOUT sevenBUSOUT2(.INARR(BusMuxResult_2), .OUTARR(SevenSegBusResult_2));
  _7WideBusMux SevenWideBus2(.dataa(_6BitSevenSeg_2), .datab(SevenSegBusResult_2), .control(~Direct_Video_Map), .result(Video_Output2));
  wire[6:0] _6BitSevenSeg_3;
  wire[3:0] _3BitSevenSeg_3;
  wire[3:0] _3BitRegInA;
  assign _6BitSevenSeg_3 = Video_Input3[6:0];
  assign _3BitSevenSeg_3 = Video_Input3[3:0];
  assign _3BitRegInA = REG_IN_A[3:0];
  wire[3:0] BusMuxResult_3;
  wire[6:0] SevenSegBusResult_3;
  _4WideBusMux BusMux3 (.dataAline(_3BitSevenSeg_3),. dataBline(_3BitRegInA), .Control(Register_View), .result(BusMuxResult_3));
  seven_seg_decoder_BUSOUT sevenBUSOUT3(.INARR(BusMuxResult_3), .OUTARR(SevenSegBusResult_3));
  _7WideBusMux SevenWideBus3(.dataa(_6BitSevenSeg_3), .datab(SevenSegBusResult_3), .control(~Direct_Video_Map), .result(Video_Output3));
  wire[6:0] _6BitSevenSeg_4;
  wire[3:0] _3BitSevenSeg_4;
  assign _6BitSevenSeg_4 = Video_Input4[6:0];
  assign _3BitSevenSeg_4 = Video_Input4[3:0];
  wire[6:0] SevenSegBusResult_4;
  seven_seg_decoder_BUSOUT sevenBUSOUT4(.INARR(_3BitSevenSeg_4), .OUTARR(SevenSegBusResult_4));
  _7WideBusMux SevenWideBus4(.dataa(_6BitSevenSeg_4), .datab(SevenSegBusResult_4), .control(~Direct_Video_Map), .result(Video_Output4));
  wire[6:0] _6BitSevenSeg_5;
  wire[3:0] _3BitSevenSeg_5;
  assign _6BitSevenSeg_5 = Video_Input5[6:0];
  assign _3BitSevenSeg_5 = Video_Input5[3:0];
  wire[6:0] SevenSegBusResult_5;
  seven_seg_decoder_BUSOUT sevenBUSOUT5(.INARR(_3BitSevenSeg_5), .OUTARR(SevenSegBusResult_5));
  _7WideBusMux SevenWideBus5(.dataa(_6BitSevenSeg_5), .datab(SevenSegBusResult_5), .control(~Direct_Video_Map), .result(Video_Output5));
  wire[6:0] _6BitSevenSeg_6;
  wire[3:0] _3BitSevenSeg_6;
  assign _6BitSevenSeg_6 = Video_Input6[6:0];
  assign _3BitSevenSeg_6 = Video_Input6[3:0];
  wire[6:0] SevenSegBusResult_6;
  seven_seg_decoder_BUSOUT sevenBUSOUT6(.INARR(_3BitSevenSeg_6), .OUTARR(SevenSegBusResult_6));
  _7WideBusMux SevenWideBus6(.dataa(_6BitSevenSeg_6), .datab(SevenSegBusResult_6), .control(~Direct_Video_Map), .result(Video_Output6));
  wire[6:0] _6BitSevenSeg_7;
  wire[3:0] _3BitSevenSeg_7;
  assign _6BitSevenSeg_7 = Video_Input7[6:0];
  assign _3BitSevenSeg_7 = Video_Input7[3:0];
  wire[6:0] SevenSegBusResult_7;
  seven_seg_decoder_BUSOUT sevenBUSOUT7(.INARR(_3BitSevenSeg_7), .OUTARR(SevenSegBusResult_7));
  _7WideBusMux SevenWideBus7(.dataa(_6BitSevenSeg_7), .datab(SevenSegBusResult_7), .control(~Direct_Video_Map), .result(Video_Output7));
  endmodule
module _2to1mux(
        input wire i0,
        input wire i1,
        input wire sel,
        output wire mxout
      );
      wire topAndOut, bottomAndOut;
      assign topAndOut = ~sel & i0;
      assign bottomAndOut = i1 & sel;
      assign mxout = topAndOut | bottomAndOut;
endmodule
module _4WideBusMux #(parameter N = 4)(
  input wire Control,
  input wire [N-1:0] dataAline,
  input wire [N-1:0] dataBline,
  output wire [N-1:0] result
  );
  genvar i;
  generate
    for(i = 0; i < N; i = i + 1) begin : mux
      _2to1mux mux (.i0(dataAline[i]), .i1(dataBline[i]), .sel(Control), .mxout(result[i]));
    end
  endgenerate
endmodule
module _7WideBusMux #(parameter N = 7)(
  input wire[N-1:0] dataa,
  input wire[N-1:0] datab,
  input wire control,
  output wire[N-1:0] result
  );
  wire[N-1:0] BusNot;
  assign BusNot = ~dataa;
  genvar i;
  generate
    for(i = 0; i < N; i = i  + 1) begin : BusMux
      _2to1mux mux1 (.i0(BusNot[i]), .i1(datab[i]), .sel(control), .mxout(result[i]));
    end
  endgenerate
endmodule 
module seven_seg_decoder_BUSOUT(OUTARR,INARR);
	input [3:0] INARR;
	output [6:0] OUTARR;
	reg A,B,C,D,E,F,G,H; 
	assign OUTARR[6]=G;
	assign OUTARR[5]=F;
	assign OUTARR[4]=E;
	assign OUTARR[3]=D;
	assign OUTARR[2]=C;
	assign OUTARR[1]=B;
	assign OUTARR[0]=A;
	wire X0=INARR[0];
	wire X1=INARR[1];
	wire X2=INARR[2];
	wire X3=INARR[3];	
	always @ (X0 or X1 or X2 or X3)
	begin
		case({X3,X2,X1,X0})
			4'b0000:{A,B,C,D,E,F,G}=7'b0000001;
			4'b0001:{A,B,C,D,E,F,G}=7'b1001111;
			4'b0010:{A,B,C,D,E,F,G}=7'b0010010;
			4'b0011:{A,B,C,D,E,F,G}=7'b0000110;
			4'b0100:{A,B,C,D,E,F,G}=7'b1001100;
			4'b0101:{A,B,C,D,E,F,G}=7'b0100100;
			4'b0110:{A,B,C,D,E,F,G}=7'b0100000;
			4'b0111:{A,B,C,D,E,F,G}=7'b0001111;
			4'b1000:{A,B,C,D,E,F,G}=7'b0000000;	
			4'b1001:{A,B,C,D,E,F,G}=7'b0000100;
			4'b1010:{A,B,C,D,E,F,G}=7'b0001000;
			4'b1011:{A,B,C,D,E,F,G}=7'b1100000;
			4'b1100:{A,B,C,D,E,F,G}=7'b0110001;
			4'b1101:{A,B,C,D,E,F,G}=7'b1000010;
			4'b1110:{A,B,C,D,E,F,G}=7'b0110000;
			4'b1111:{A,B,C,D,E,F,G}=7'b0111000;
		endcase
	end
endmodule
==> run.sh <==
#!/bin/bash
# OpenROAD 26Q1-2900-gdf79404cd8, Yosys 0.63+post, stock flow scripts
make -C /OpenROAD-flow-scripts/flow DESIGN_CONFIG=/design/flow/config.mk WORK_HOME=/design/flow/orfs finish
==> config.mk <==
export PLATFORM = sky130hd
export DESIGN_NAME = Video_Card
export DESIGN_NICKNAME = Video_Card
export VERILOG_FILES = /design/flow/design.v
export SDC_FILE = /design/flow/constraint.sdc
export NUM_CORES = 4
export LEC_CHECK = 1
export CORE_UTILIZATION = 40
==> constraint.sdc <==
current_design Video_Card

set clk_period 2.5
set clk_io_pct 0.2

create_clock -name clk0 -period $clk_period

set non_clock_inputs [all_inputs -no_clocks]
set_input_delay [expr $clk_period * $clk_io_pct] -clock clk0 $non_clock_inputs
set_output_delay [expr $clk_period * $clk_io_pct] -clock clk0 [all_outputs]
==> impl_metrics.csv <==
group,metric,value,unit
status,status,"finished with violations",
status,violations,"negative setup slack",
placed_design,dp.final_hpwl,8338,um
yosys,synth_area,0.003657,mm^2
cells_and_area,fin_util,0.7229,
min_path,hold_path_startpoint,"Video_Input1[0]",
routing,vias,4520,
global_routing,grt_use_total,0.2337,
power_and_ir_drop,power.leakage,0.002886,uW
setup_path,crit_path_end_kind,"primary output",
floorplanning,initCoreUtil,0.4153,
setup_path,crit_fanout,4,
placed_design,port_buffers,130,
timing,period_minus_slack,2.624,ns
floorplanning,die_w,97.62,um
power_and_ir_drop,p_per_area,188.6,mW/mm^2
timing,rsz0062_at_grt,"yes",
cells_and_area,flop_area,0,um^2
global_routing,grtUsageMet3,0.01464,
floorplanning,fp.coreArea,0.008806,mm^2
cells_and_area,n_sequential_cell,0,
timing,hold_violations,0,
floorplanning,ios,154,
cells_and_area,lay_top_count,"buf_4",
run,drv_cap,0,
run,warning_count,103,
setup_path,critPathLaunchType,"input pin",
yosys,syn_avg_cell_area,6.927,um^2
routing,wl_per_cell,14.53,um
setup_path,worstPathArrival,2.12,ns
timing,setup_viol,6,
min_path,holdPathEnd,"Video_Output1[0]",
timing,fmax,381.1,MHz
global_routing,antenna_found_initial,0,
global_routing,grt_pass1_wl,18850,um
yosys,synthTopCellsByArea,"ha_1, buf_4, mux2i_1",
floorplanning,dieArea,0.009530,mm^2
routing,via_per_inst,5.459,
cells_and_area,nClkBuffers,0,
cells_and_area,areaGrowthSynthToFinish,74.07,%
routing,first_pass_iters,21,
timing,finalWorstSetupSlack,-0.1242,ns
min_path,hold_class,"input pin to primary output",
timing,slew_violations,0,
cells_and_area,final_cell_mix,"buf_4, clkdlybuf4s50_1, nand2_1",
routing,wl,12030,um
routing,ant_nets,0,
setup_path,crit_start,"Register_View",
yosys,yosys_cells,528,
routing,drtIter0Drc,247,
timing,finalClockPeriodUsage,1.050,
floorplanning,num_rows,34,
global_routing,grt_pass1_vias,4133,
routing,diodes,0,
placed_design,globalplace.congestion,0.9561,
clock_network,hold_buffers,0,
yosys,yosysUniqueCellTypes,61,
timing,worstMarginPinSlew,0.4154,ns
global_routing,grt-ovfl-total,0,
yosys,top_area_cell,"ha_1",
setup_path,crit_type,"input pin to primary output",
setup_path,worstPathRequired,2.00,ns
global_routing,grt.busiest_layer,"met2",
yosys,synthCells,528,
global_routing,met1_usage,0.3287,
global_routing,grt_use_met2,0.4015,
timing,relSlewSlack,0.7222,
placed_design,dp_cells,790,
power_and_ir_drop,max-vdd-ir-drop,0.00008463,V
floorplanning,fp.dieH,97.62,um
routing,drc_errors,0,
cells_and_area,layout-drive-gt1-share,0.4500,
yosys,yosys_warnings,1,
min_path,hold_depth,4,
yosys,top_cell_area_share,0.1779,
global_routing,grt_max_degree,46,
yosys,ys_seq_share,0,
yosys,ys_area,0.003657,mm^2
cells_and_area,layout.cells.non_filler,828,
-- what timing repair did --
item                       4_1_cts  5_1_grt
gates cloned                     2        0
setup endpoints to repair       56       43
pin swaps                       51       40
resized                        239       97
buffers inserted                27       14
-- final cells by class --
cell class	instances	area, um^2
inverters	36	137.6
well taps	108	135.1
repair buffers	286	2467
fillers	630	2440
multi-input cells	398	3626
-- worst max path at each step --
stage	endpoint	depth (start not counted)	slack (ns)
CTS	Video_Output0[3]	12	-0.16
global route	Video_Output0[0]	12	-0.26
finish	Video_Output0[0]	12	-0.12
-- where the power goes --
part	switching, uW	leakage [uW]	internal (uW)	total, uW
Clock	0	0	0	0
Sequential	0	0	0	0
Combinational	525	0.00289	675	1200
Total	525	0.00289	675	1200
-- cells by family after synthesis --
group           after synthesis  share of synthesized area
compound gates              169                     0.3199
fa+ha+maj                    52                     0.1779
simple gates                140                     0.1820
buf+inv                     130                     0.2090
mux                          37                     0.1112
-- per-stage QoR --
stage	area, um^2	power (uW)	hold WS [ns]	TNS [ns]	setup WS (ns)
after global routing	6366	1297	1.424	-1.274	-0.2593
after detailed placement	5545	1025	1.842	-21.78	-0.6900
after CTS	6038	1104	1.390	-0.9895	-0.1572
final	6366	1201	1.390	-0.3762	-0.1242
after global placement	5545	1023	1.856	-21.62	-0.6525
after floorplan	3866	596.6	1.141	-3.210	-0.2798
-- metal layers --
metal  part of all wire  vias up
met5                  0        -
met4             0.0096        0
met3              0.059       14
met2               0.47      176
met1               0.46     2103
li1                   -     2227
-- worst max-delay path: stages --
cell and delay, ns:
buf_16 0.09, buf_8 0.10, mux2i_4 0.26, inv_2 0.07
buf_6 0.12, ha_4 0.16, buf_6 0.11, o211ai_1 0.17
o21ai_1 0.11, a22oi_1 0.19, a31oi_1 0.11, buf_2 0.13
-- synth_stat cells, drive strengths merged, types with 10 or more instances --
master  count
nor2       32
nor2b      10
a211oi     12
buf        79
a22oi      12
nand2b     19
inv        36
nand2      47
ha         52
o21ai      29
a21oi      52
mux2i      33
clkbuf     15
Power is estimated from default activity; no workload was simulated.
